==> run.sh <==
#!/bin/bash
# OpenROAD 26Q1-2900-gdf79404cd8, Yosys 0.63+post, stock flow scripts
make -C /OpenROAD-flow-scripts/flow DESIGN_CONFIG=/design/flow/config.mk WORK_HOME=/design/flow/orfs finish
==> config.mk <==
export PLATFORM = sky130hd
export DESIGN_NAME = output_logic
export DESIGN_NICKNAME = output_logic
export VERILOG_FILES = /design/flow/design.v
export SDC_FILE = /design/flow/constraint.sdc
export NUM_CORES = 4
export LEC_CHECK = 1
export CORE_AREA = 10 10 85 85
export DIE_AREA = 0 0 95 95
==> constraint.sdc <==
current_design output_logic

set clk_period 1.2
set clk_io_pct 0.2

create_clock -name clk0 -period $clk_period [get_ports {clk}]

set non_clock_inputs [all_inputs -no_clocks]
set_input_delay [expr $clk_period * $clk_io_pct] -clock clk0 $non_clock_inputs
set_output_delay [expr $clk_period * $clk_io_pct] -clock clk0 [all_outputs]
==> design.v <==
module output_logic #(
    parameter CURRENCY_WIDTH = 7,
    parameter ITEM_ADDR_WIDTH = 10
)(
    input  wire                        clk,
    input  wire                        rstn,
    input  wire                        dispense_enable,
    input  wire [ITEM_ADDR_WIDTH-1:0]  item_selected,
    input  wire [CURRENCY_WIDTH-1:0]   total_currency,
    input  wire [15:0] item_price,
    input  wire [7:0]  avail_count,
    output reg                        dispense_valid,
    output reg  [ITEM_ADDR_WIDTH-1:0] item_dispensed,
    output reg  [CURRENCY_WIDTH-1:0]  currency_change
);
   always @(posedge clk or negedge rstn) begin
    if (!rstn) begin
        dispense_valid   <= 0;
        item_dispensed   <= 0;
        currency_change  <= 0;
    end else begin
        dispense_valid <= 0;
        if (dispense_enable) begin
            if (avail_count > 0 && total_currency >= item_price) begin
                dispense_valid  <= 1;
                item_dispensed  <= item_selected;
                currency_change <= total_currency - item_price;
            end else begin
                dispense_valid  <= 0;
                item_dispensed  <= 0;
                currency_change <= total_currency;
            end
        end else begin
            item_dispensed <= 0;
        end
    end
end
endmodule
==> out/qor.yml <==
floorplanning:
  fp_util: 0.195
  io_pins: 62
  die_h_um: 95
  die_area_um2: 9030
  die_x_um: 95
  rows: 27
  core_um2: 5470
synthesis:
  yosys.stat.seqShare: 0.421
  avgSynthCellArea_um2: 9.47
  synth_area_um2: 1070
  ys_async_sr_fraction: 1.00
  synth.largest_area_cell: "dfrtp_1"
  yosys_warnings: 1
  netlist_instances: 113
  synth.distinct_cells: 33
  synth_top_flop_cell: "dfrtp_1"
  yosys-stat-area_um2: 1070
  synth_top_area_share: 0.421
  ys_ff: 18
  edf_count: 0
  synthTopCellsByArea: "dfrtp_1 42%, ha_1 8.2%, and2_1 5.8%, nor2_1 5.3%, mux2i_1 3.7%"
  ys_cells: 113
final_timing:
  fin_skew_ns: 0
  period_needed_ns: 1.72
  max_freq_mhz: 581
  hold_viol: 0
  period_used_share: 1.43
  tns_ns: -8.47
  setup_viol: 18
  timing.final.ws_setup_ns: -0.521
  maxSlewViolCount: 0
  hold_ws_ns: 0.293
  rsz0062_at_grt: "true"
  slew_headroom: 0.755
  tightest_slew_ns: 0.367
global_route:
  grt_antenna_before_repair: 0
  grt_pass1_wl_um: 6090
  first_global_vias: 1243
  grt_max_degree: 19
  overflow: 0
  grt_use_total: 0.0820
clocking:
  cts_buffers: 3
  numClockSinks: 18
  cts.root.buffer_cell: "clkbuf_8"
  cts_max_level: 1
  cts_buffer_depth: 2
  postCtsHoldBufs: 0
  clkLatencyLatePin_ns: 0.24
  cts_tree: "built"
  path_clk_slew_ns: 0.06
drt:
  drt-total-wl_um: 3650
  highest_layer: "met4"
  antennaDiodeCount: 0
  ant_nets: 0
  m1WireLength_um: 1640
  drtIter0Drc: 27
  met2_length_um: 1750
  vias_per_cell: 4.14
  dr_wl_met3_um: 247
  drc: 0
  vias: 1181
  wl_per_cell_um: 12.8
  first_pass_iters: 4
place:
  gp_congestion: 0.791
  place.port_buffers: 61
  dp_hpwl_um: 2780
  dp_slack_ns: -1.36
  dp_cells: 266
critical_path:
  worst-path-max-fanout: 5
  path_cells: "buf_8 -> inv_8 -> ha_4 -> fa_2 -> nand2b_4 -> a211oi_4 -> buf_4 -> o31ai_4 -> mux2i_1 -> a21oi_1"
  cp.required_ns: 1.33
  cpLargestDelayFamily: "adder cells"
  cp_slowest_stage_delay_ns: 0.33
  cp.buffers_inverters: 3
  crit_type: "primary input to flop"
  reg2reg_depth: 3
  crit_start: "total_currency[0]"
  startpoint_type: "primary input"
  slowest_stage: "fa_2"
  cp.arrival_ns: 1.85
  end_kind: "flop"
  r2r_slack_ns: 0.44
  rr_startpoint: "currency_change[2]"
  reg2reg_to: "currency_change[2]"
run:
  drv_cap: 0
  warnings: 28
min_path:
  hold_path_end: "currency_change[1]"
  hold_path_depth: 3
  hp-start: "total_currency[1]"
  hp-class: "primary input to flop"
run_status:
  violations: "setup timing"
  status: "finished with violations"
pwr:
  cellPowerDensity_nw_per_um2: 709
  peakVddDrop_v: 0.000324
  leakagePower_uw: 0.00106
finish:
  final_core_util: 0.416
  areaGrowthSynthToFinish_pct: 113
  drive_gt1_frac: 0.441
  fin_cells: 285
where the power goes:
group          internal [uW]  leakage [uW]  switching [uW]  total [uW]
Combinational            346      0.000811             232         578
Clock                    222     0.0000216             175         397
Sequential               628      0.000232            11.5         640
cell usage after synthesis, types with 2 or more instances:
| library cell | instances |
|---|---|
| dfrtp_1 | 18 |
| nor2_1 | 15 |
| and2_1 | 10 |
| inv_1 | 9 |
| a21oi_1 | 7 |
| ha_1 | 7 |
| nand2_1 | 5 |
| a31oi_1 | 4 |
| mux2i_1 | 4 |
| nor3_1 | 3 |
| a211oi_1 | 2 |
| a221oi_1 | 2 |
| nand2b_1 | 2 |
| nor2b_1 | 2 |
| nor4_1 | 2 |
| o21ai_0 | 2 |
| or4_1 | 2 |
| xor2_1 | 2 |
area by class of cell:
class | instances | area [um2]
flip-flops and latches | 18 | 450
inverters | 9 | 41.3
fillers | 523 | 3190
multi-input cells | 84 | 802
clock buffers | 3 | 41.3
repair buffers | 99 | 853
well taps | 72 | 90.1
metrics by stage:
stage | cell area [um2] | total power (uW)
CTS | 2280 | 1630
global placement | 1960 | 1130
floorplan | 1120 | 822
global route | 2280 | 1720
finish | 2280 | 1610
detailed placement | 1960 | 1130
timing repair:
action,4_1_cts,5_1_grt
setup buffers,12,2
cloned,2,0
endpoints found under the setup margin,36,18
pin swaps,24,12
gates resized,115,12
worst max path at each step:
| stage | end | slack, ns | depth (start not counted) |
|---|---|---|---|
| 6_report | currency_change[2] | -0.52 | 10 |
| 5_1_grt | currency_change[2] | -0.56 | 10 |
| 4_1_cts | currency_change[2] | -0.50 | 10 |
registers in the layout, summed over array words and instances (netlist names):
signal and flops:
currency_change 7, dispense_valid 1, item_dispensed 10
placed cells by master (no fill, tap or decap), types with 3 or more instances in the layout:
master           instances
inv_2                    6
buf_6                    7
clkbuf_2                 4
buf_2                    5
ha_4                     6
nor2_1                  11
a21oi_1                  6
and2_1                   4
mux2i_1                  4
clkdlybuf4s50_1         20
and2_4                   6
nand2_1                  5
buf_4                   32
clkdlybuf4s15_1          5
dfrtp_1                 18
dlygate4sd2_1           23
clkbuf_8                 3
a31oi_1                  4
metal layers:
layer,vias up,GRT usage
li1,599,-
met1,543,0.118
met2,35,0.130
met3,4,0.0184
met4,0,0.00499
met5,-,0
worst register-to-register path: cells and delay by family, from the launching register on:
kind / cells / cell delay, ns
AOI/OAI and AO/OA: 1 / 0.05
and+or+nand+nor: 1 / 0.09
buffers and inverters: 1 / 0.13
DFF: 1 / 0.37
logic make-up (layout without fill, tap and decap cells):
group,after synthesis,in the layout,share of synthesized area
AND-OR/OR-AND,22,23,0.139
XOR/XNOR,3,3,0.0246
adder cells (fa/ha/maj),8,8,0.101
buffers and inverters,12,111,0.0503
flip-flops,18,18,0.421
multiplexers,4,4,0.0374
AND/OR/NAND/NOR,46,46,0.227
Power is estimated from default activity; no workload was simulated.
